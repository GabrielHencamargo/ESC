<file path="flow/run.sh">
#!/bin/bash
# OpenROAD 26Q1-2900-gdf79404cd8, Yosys 0.63+post, stock flow scripts
make -C /OpenROAD-flow-scripts/flow DESIGN_CONFIG=/design/flow/config.mk WORK_HOME=/design/flow/orfs finish
</file>
<file path="flow/config.mk">
export PLATFORM = sky130hd
export DESIGN_NAME = ram64
export DESIGN_NICKNAME = ram64
export VERILOG_FILES = /design/flow/design.v
export SDC_FILE = /design/flow/constraint.sdc
export NUM_CORES = 4
export LEC_CHECK = 1
export CORE_UTILIZATION = 40
</file>
<file path="flow/constraint.sdc">
current_design ram64

set clk_period 16.8
set clk_io_pct 0.2

create_clock -name clk0 -period $clk_period [get_ports {clk}]

set non_clock_inputs [all_inputs -no_clocks]
set_input_delay [expr $clk_period * $clk_io_pct] -clock clk0 $non_clock_inputs
set_output_delay [expr $clk_period * $clk_io_pct] -clock clk0 [all_outputs]
</file>
<file path="flow/design.v">
module ram64(input [5:0] address, input [15:0] data_in, input write_enable, input clk, output [15:0] data_out);
    reg [15:0] memory [0:63];
    always @(posedge clk) begin
        if (write_enable)
            memory[address] <= data_in;
    end
    assign data_out = memory[address];
endmodule
</file>
==> qor.csv <==
stage,metric,value,unit
status,status,finished with violations,
status,failing checks,DRC,
timing,setup TNS,0,ps
place,Post-Place Cells,3534,
floorplan,io pins,40,
clock_network,Clock Sinks,1024,
pwr,Tot Pwr,5.36,mW
pwr,Reg power frac,52.8,%
grt,global-route wire length before repair,154000,um
flow_run,Tool Warnings,26,
flow_run,Max Cap Viol,0,
floorplan,fp util,40.4,%
synth,commonest cells in the netlist,"edfxtp_1, a22oi_1, nor2_1",
worst_setup_path,CP Cell Sequence,buf_4 > buf_4 > and2_4 > buf_4 > a22oi_1 > o32ai_1 > a211o_1 > or4_1 > clkdlybuf4s50_1,
synth,number of enable flip-flop cells,1024,
worst_hold_path,Min-Delay Path Class,input pin to register,
pwr,Comb pwr share,5.5,%
worst_setup_path,"Req. time, crit path",13440,ps
worst_setup_path,CP endpoint kind,output port,
worst_setup_path,CP dominant cell by count,buf_4,
synth,Yosys warnings,1,
floorplan,Chip Height,315,um
routing,DRC,16,
final_layout,share of cells above drive strength 1,13.7,%
place,post-DP HPWL,64100,um
synth,Synth Cell Area,0.0392,mm2
synth,Yosys top cell by area,edfxtp_1,
clock_network,CTS root buf,clkbuf_16,
synth,Commonest flop,edfxtp_1,
place,number of port buffers,39,
floorplan,chip area,0.0992,mm2
synth,cells after synthesis,2248,
worst_setup_path,CP Class,input pin to output port,
final_layout,Top reg by flops,memory,
routing,First-pass DRT Iterations,47,
grt,vias in the first global route,23100,
synth,ys async rst share,0,%
synth,top cells by area,"edfxtp_1, mux2i_1, a22oi_1",
synth,top-count cell post-synth,edfxtp_1,
grt,initial antenna violation count,3,
grt,total track usage,23.6,%
timing,fin crit share,64.5,%
routing,number of routed nets with antenna violations,0,
final_layout,Final Instance Count excl. Fillers,3713,
clock_network,Post-CTS Setup Inserts,0,
routing,final wirelength,106000,um
timing,RSZ-0062 raised after global routing,no,
final_layout,largest registers,memory: 1024 flops,
synth,"Chip Area, Yosys",0.0392,mm2
pwr,Pleak,14.2,nW
timing,Final Hold Violation Tally,0,
grt,largest net degree at the start of global routing,95,
pwr,Psw,1.12,mW
grt,global route total overflow,0,
final_layout,max FFs per register,1024,
floorplan,width of the die,315,um
timing,Tmin final,10840,ps
clock_network,Max clock buf depth,3,
synth,Mean Syn Cell Area,17.4,um2
clock_network,CTS tree,yes,
clock_network,Inserted Clock Buffers,99,
floorplan,num rows,114,
floorplan,Core ar.,0.0969,mm2
worst_setup_path,crit-path max FO,50,
synth,Synth Register Bits,1024,
synth,sequential cell area fraction in the yosys report,78.5,%
routing,DR iter-0 viols,1667,
worst_setup_path,worst setup path start,address[0],
clock_network,CTS H-Tree Depth,3,
routing,DR vias/cell,5.92,
final_layout,synth-to-layout area growth,13.9,%
clock_network,"Hold-fix buffers, CTS",0,
synth,top cell type's share of synthesized area,78.5,%
pwr,PwrDens,120,mW/mm2
timing,FMAX,92.2,MHz
pwr,clock power share,41.7,%
timing,Final Setup Violations,0,
timing,fin. max-slew vios,0,
pwr,Internal,4.24,mW
worst_hold_path,hold path startpoint,data_in[10],
synth,post-synthesis cell type count,54,
pwr,switching power share of the total,20.9,%
worst_setup_path,CP Data Arrival Time,7480,ps
routing,WL/cell,28.6,um
worst_setup_path,Startpoint Class,input pin,
clock_network,CTS-repair resized insts,0,
worst_setup_path,max incr delay on CP,700,ps
synth,ys cells,2248,
routing,Vias,22000,
clock_network,"Reg clk slew, reported paths",60,ps
timing,Max transition margin,19.2,%
worst_setup_path,CP max stage cell,buf_4,
place,GPL Wtd Cong,0.947,
pwr,peak supply drop,75.3,uV
timing,worst slew pin tran,1210,ps
[kinds of logic (layout without fill, tap and decap cells)]
kind of cell,Yosys count,after routing,share of synthesized area (%)
other cells,0,2,0
mux,178,178,4.80
simple gates,265,265,2.96
flops,1024,1024,78.5
compound gates,617,617,11.6
buf+inv,164,351,2.10
[power by group through the flow]
stage / Sequential, mW / Combinational, mW / Clock, mW
after CTS: 2.83 / 0.292 / 2.27
after global routing: 2.83 / 0.314 / 2.36
final: 2.83 / 0.294 / 2.24
[metal layers]
| layer | up-vias | share of wire, % | track usage [%] |
|---|---|---|---|
| met4 | 10 | 3.4 | 6.01 |
| met3 | 204 | 17 | 18.1 |
| met5 | - | 0.25 | 1.74 |
| li1 | 9525 | - | - |
| met2 | 1423 | 46 | 34.2 |
| met1 | 10800 | 33 | 28.4 |
[worst paths after layout]
check,to,cells after the start,slack (ps)
setup / recovery,data_out[0],9,5960
hold / removal,memory[31][10]$_DFFE_PP_,1,2970
[placed cells by master (no fill, tap or decap), types with 21 or more instances in the layout]
| master | instances |
|---|---|
| clkbuf_1 | 22 |
| a22oi_1 | 196 |
| o22ai_1 | 58 |
| o21ai_0 | 29 |
| buf_4 | 133 |
| o22a_1 | 27 |
| clkbuf_16 | 103 |
| nand2_1 | 40 |
| edfxtp_1 | 1024 |
| nor2_1 | 157 |
| a31oi_1 | 23 |
| a21oi_1 | 74 |
| a22o_1 | 21 |
| mux2i_1 | 154 |
| a221oi_1 | 106 |
[critical path, delay by kind of cell]
| kind | cells | cell delay [ps] |
|---|---|---|
| buffers and inverters | 4 | 2170 |
| AND/OR/NAND/NOR | 2 | 870 |
| AND-OR/OR-AND | 3 | 1010 |
[layout make-up]
class                      count  area, um2
tap                         1276       1600
clock inverter                52        606
inverter                       2       7.51
sequential                  1024      30700
timing repair buffer         172       1330
fill                        7919      52300
antenna                        2       5.00
clock buffer                 125       2660
multi-input combinational   1060       7650
[stage by stage]
step | setup slack, ps | utilization (%) | area, um2 | hold WS [ps]
floorplan | 8550 | - | 39200 | 3460
global placement | 6090 | 42.7 | 41300 | 3640
detailed placement | 6110 | 42.7 | 41300 | 3650
CTS | 6100 | 46.0 | 44600 | 2960
global route | 5810 | 46.0 | 44600 | 2970
finish | 5960 | 46.0 | 44600 | 2970
No activity file was given, so power comes from the tool's default toggle rates.
