$ cat design/flow/run.sh
#!/bin/bash
# OpenROAD 26Q1-2900-gdf79404cd8, Yosys 0.63+post, stock flow scripts
make -C /OpenROAD-flow-scripts/flow DESIGN_CONFIG=/design/flow/config.mk WORK_HOME=/design/flow/orfs finish
$ cat design/flow/config.mk
export PLATFORM = sky130hd
export DESIGN_NAME = ram512
export DESIGN_NICKNAME = ram512
export VERILOG_FILES = /design/flow/design.v
export SDC_FILE = /design/flow/constraint.sdc
export NUM_CORES = 4
export LEC_CHECK = 1
export CORE_UTILIZATION = 30
export SYNTH_MEMORY_MAX_BITS = 65536
$ cat design/flow/constraint.sdc
current_design ram512

set clk_period 63.5
set clk_io_pct 0.2

create_clock -name clk0 -period $clk_period [get_ports {clk}]

set non_clock_inputs [all_inputs -no_clocks]
set_input_delay [expr $clk_period * $clk_io_pct] -clock clk0 $non_clock_inputs
set_output_delay [expr $clk_period * $clk_io_pct] -clock clk0 [all_outputs]
$ cat design/flow/design.v
module ram512(
    input [8:0] address,
    input [15:0] data_in,
    input write_enable,
    input clk,
    output [15:0] data_out
);
    reg [15:0] memory [0:511];
    always @(posedge clk) begin
        if (write_enable)
            memory[address] <= data_in;
    end
    assign data_out = memory[address];
endmodule
==> notes.md <==
run results: most frequently used flop master after synthesis=edfxtp_1, GRT Overall Usage=0.191, CTS clk-pin slew, worst paths=0.06 ns, hold_buf cts=0, final hold slack=11.90 ns, final hold violations=0, max FFs per register=8192, arrival time of the worst setup path=22.78 ns, largest net degree at the start of global routing=135, GPL Wtd Cong=0.927, Syn. warnings=1, crit path capture=data_out[9], Pre-Repair DR Iteration Count=5, Post-Syn Instances=14800, die height=1020 um, Async SR Flop Fraction=0, initial antenna violation count=85, f_max=28.2 MHz, Resized cells post-CTS=0, Total Power=0.0110 W, hold crit path type=in -> reg, worst slew pin tran=1.67 ns, Iteration-0 DRC Markers=11100, Sink Count=8192, failing checks=slew limit, worst setup path startpoint=address[1], Setup TNS Final=0 ns, cycle use final=0.559, first-pass GRT wire length=1310000 um, final setup fails=0, vias in the first global route=169000, vias=158000, die area=1.05 mm2, Biggest register=memory, Cell Type Count=70, nature of the critical path startpoint=input port, Top cell excl fill/tap=edfxtp_1, Synth top area share=0.784, LEAKAGE=114 nW, register share after synthesis=0.784, DIE WIDTH=1020 um, Starting Density=0.301, yosys stat area=0.314 mm2, Overflow after GRT=0, Max Root-Sink Buffers=4, Post-DP HPWL=589000 um, Worst Setup End Kind=output pin, post-route core utilization=0.347, critical setup path kind=in -> out, DRT Wirelength=946000 um, Yosys Instances=14800, area delta synth->final=15.4%, Slew Limit Fails=2, outcome=finished, violations left, FF+latch count, synth=8192, RSZ-0062 raised after global routing=false, tool warning count=42, H-Tree Depth=6, TritonCTS buffer count=797, PortBufs=42, Via density=5.14, I/O pins=43, area of the mapped netlist=0.314 mm2, most numerous logic cells after layout=edfxtp_1, mux4_2, mux2i_1, core area=1.04 mm2, CTS root buffer=clkbuf_16, setup bufs post-CTS=0, Area after DPL=0.337 mm2, final instance area=0.362 mm2, syn avg cell area=21.2 um2, Pwr Density=30.4 mW/mm2, Top cells by area=edfxtp_1, mux4_2, mux2i_1, Max-cap violations=0, critical path required time=50.80 ns, WL per Instance=30.8 um, DRT antenna net count=0, Residual DRC=0, Rows=375, maximum vdd drop=0.0320 mV, Max Fanout on Critical Path=89, largest registers=memory: 8192 flops, layout cells sized above 1=0.234, CTS tree=built, Slew Limit Headroom=-0.111, EDFF count, synth=8192, Tmin final=35.48 ns, area leader, netlist=edfxtp_1
## critical path, cell delays in order
cell and delay [ns]:
buf_16 0.38, buf_4 0.64, buf_4 0.61, buf_4 0.61, buf_4 0.58, buf_4 0.51
buf_4 0.62, buf_4 0.68, buf_4 0.68, buf_4 0.57, mux2i_1 0.27, o22ai_1 0.09
or4_1 0.61, a21oi_1 0.21, a31oi_2 0.21, buf_4 0.23, nor4_1 0.91, nand4_1 0.70
clkdlybuf4s50_1 0.60
## report_power, final
group | switching, W | internal, W
clock network | 0.00203 | 0.00253
registers | 0.00000131 | 0.00595
logic | 0.000358 | 0.000157
total | 0.00239 | 0.00864
## cell usage after synthesis, types with 14 or more instances
cell type / count
and3_1: 44
a211oi_1: 18
nor2_1: 586
mux2i_1: 1346
buf_4: 159
nor3_1: 48
buf_6: 87
nand3_1: 109
a21oi_1: 196
a32oi_1: 26
a2111oi_0: 18
and4_1: 36
mux2_2: 14
a221oi_1: 209
edfxtp_1: 8192
nand2_1: 244
mux4_2: 1404
o211ai_1: 21
buf_2: 284
nor2b_1: 24
nand4_1: 60
a22o_1: 72
clkbuf_1: 314
nor4_1: 54
or4_1: 88
o22ai_1: 398
o21ai_0: 115
a31oi_1: 127
buf_1: 39
a22oi_1: 358
## kinds of logic after synthesis
group / share of synthesized area
flip-flops: 0.784
AND/OR/NAND/NOR: 0.0209
multiplexers: 0.144
buffers and inverters: 0.0158
AND-OR/OR-AND: 0.0356
## metrics by stage
| step | cells | setup slack [ns] |
|---|---|---|
| floorplan | 14800 | 35.69 |
| global placement | 29100 | 27.44 |
| detailed placement | 29100 | 28.07 |
| CTS | 30600 | 28.08 |
| global route | 30600 | 27.71 |
| finish | 30700 | 28.02 |
## worst min path at each step
| stage | endpoint | from | depth (start not counted) | slack [ns] |
|---|---|---|---|---|
| CTS | memory[204][14] | data_in[14] | 1 | 11.83 |
| global route | memory[7][8] | data_in[8] | 1 | 11.88 |
| finish | memory[204][14] | data_in[14] | 1 | 11.90 |
## layer usage
metal / GRT usage / vias to the layer above / part of all wire
li1: - / 65000 / -
met1: 0.187 / 79500 / 0.29
met2: 0.271 / 11100 / 0.44
met3: 0.184 / 1832 / 0.21
met4: 0.0736 / 133 / 0.048
met5: 0.0332 / - / 0.0043
## area by class of cell
| type | instances | area (um2) |
|---|---|---|
| Inverter | 5 | 26.3 |
| Multi-Input combinational cell | 5740 | 64000 |
| Timing Repair Buffer | 1236 | 9680 |
| Clock inverter | 426 | 4100 |
| Fill cell | 94800 | 681000 |
| Sequential cell | 8192 | 246000 |
| Clock buffer | 1011 | 20900 |
| Antenna cell | 118 | 295 |
| Tap cell | 13900 | 17500 |
Power is estimated from default activity; no workload was simulated.
